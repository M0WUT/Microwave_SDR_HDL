`run.sh`:
```
#!/bin/bash
# OpenROAD 26Q1-2900-gdf79404cd8, Yosys 0.63+post, stock flow scripts
make -C /OpenROAD-flow-scripts/flow DESIGN_CONFIG=/design/flow/config.mk WORK_HOME=/design/flow/orfs finish
```
`config.mk`:
```
export PLATFORM = sky130hd
export DESIGN_NAME = cordic
export DESIGN_NICKNAME = cordic
export VERILOG_FILES = /design/flow/design.v
export SDC_FILE = /design/flow/constraint.sdc
export NUM_CORES = 4
export LEC_CHECK = 1
export CORE_UTILIZATION = 40
```
`constraint.sdc`:
```
current_design cordic

set clk_period 12.6
set clk_io_pct 0.2

create_clock -name clk0 -period $clk_period [get_ports {i_clk}]

set non_clock_inputs [all_inputs -no_clocks]
set_input_delay [expr $clk_period * $clk_io_pct] -clock clk0 $non_clock_inputs
set_output_delay [expr $clk_period * $clk_io_pct] -clock clk0 [all_outputs]
```
`design.v`:
```
`timescale 1ns / 1ps
`default_nettype none
module cordic #(
    INPUT_DATA_WIDTH = 16,
    ITERATIONS = 16
)(
    input wire i_clk,
    input wire i_resetn,
    input wire signed [INPUT_DATA_WIDTH - 1:0] i_xIn,
    input wire signed [INPUT_DATA_WIDTH - 1:0] i_yIn,
    input wire signed [31:0] i_angle,
    output reg signed [INPUT_DATA_WIDTH:0] o_xOut, 
    output reg signed [INPUT_DATA_WIDTH:0] o_yOut
);
localparam ANGLE_WIDTH = 32;  
reg signed [INPUT_DATA_WIDTH:0] r_x [ITERATIONS:0];
reg signed [INPUT_DATA_WIDTH:0] r_y [ITERATIONS:0];
reg signed [ANGLE_WIDTH - 1:0] r_angleErrors [ITERATIONS:0];
wire signed[30:0] w_cordicAngles [ANGLE_WIDTH - 1:0];
assign w_cordicAngles[00] = 32'b00100000000000000000000000000000;
assign w_cordicAngles[01] = 32'b00010010111001000000010100011110;
assign w_cordicAngles[02] = 32'b00001001111110110011100001011011;
assign w_cordicAngles[03] = 32'b00000101000100010001000111010100;
assign w_cordicAngles[04] = 32'b00000010100010110000110101000011;
assign w_cordicAngles[05] = 32'b00000001010001011101011111100001;
assign w_cordicAngles[06] = 32'b00000000101000101111011000011110;
assign w_cordicAngles[07] = 32'b00000000010100010111110001010101;
assign w_cordicAngles[08] = 32'b00000000001010001011111001010011;
assign w_cordicAngles[09] = 32'b00000000000101000101111100101111;
assign w_cordicAngles[10] = 32'b00000000000010100010111110011000;
assign w_cordicAngles[11] = 32'b00000000000001010001011111001100;
assign w_cordicAngles[12] = 32'b00000000000000101000101111100110;
assign w_cordicAngles[13] = 32'b00000000000000010100010111110011;
assign w_cordicAngles[14] = 32'b00000000000000001010001011111010;
assign w_cordicAngles[15] = 32'b00000000000000000101000101111101;
assign w_cordicAngles[16] = 32'b00000000000000000010100010111110;
assign w_cordicAngles[17] = 32'b00000000000000000001010001011111;
assign w_cordicAngles[18] = 32'b00000000000000000000101000110000;
assign w_cordicAngles[19] = 32'b00000000000000000000010100011000;
assign w_cordicAngles[20] = 32'b00000000000000000000001010001100;
assign w_cordicAngles[21] = 32'b00000000000000000000000101000110;
assign w_cordicAngles[22] = 32'b00000000000000000000000010100011;
assign w_cordicAngles[23] = 32'b00000000000000000000000001010001;
assign w_cordicAngles[24] = 32'b00000000000000000000000000101001;
assign w_cordicAngles[25] = 32'b00000000000000000000000000010100;
assign w_cordicAngles[26] = 32'b00000000000000000000000000001010;
assign w_cordicAngles[27] = 32'b00000000000000000000000000000101;
assign w_cordicAngles[28] = 32'b00000000000000000000000000000011;
assign w_cordicAngles[29] = 32'b00000000000000000000000000000001;
assign w_cordicAngles[30] = 32'b00000000000000000000000000000001;
always @(posedge i_clk or negedge i_resetn) begin
    if(~i_resetn) begin
        r_x[0] <= 0;
        r_y[0] <= 0;
        r_angleErrors[0] <= 0;
    end else begin
        case(i_angle[ANGLE_WIDTH - 1 -: 2])
            2'b00: begin
                r_x[0] <= i_xIn;
                r_y[0] <= i_yIn;
                r_angleErrors[0] <= i_angle;
            end
            2'b11: begin
                r_x[0] <= i_xIn;
                r_y[0] <= i_yIn;
                r_angleErrors[0] <= i_angle;
            end  
            2'b01: begin
                r_x[0] <= -i_yIn;
                r_y[0] <= i_xIn;
                r_angleErrors[0] <= {2'b00, i_angle[ANGLE_WIDTH - 3:0]};
            end
            2'b10: begin
                r_x[0] <= i_yIn;
                r_y[0] <= -i_xIn; 
                r_angleErrors[0] <= {2'b11, i_angle[ANGLE_WIDTH - 3:0]};
            end
        endcase
    end
end
genvar i;
generate
    for(i = 0; i < ITERATIONS; i = i + 1) begin
        always @(posedge i_clk) begin
            if(r_angleErrors[i] > 0) begin
                r_x[i+1] <= r_x[i] - (r_y[i] >>> i);
                r_y[i+1] <= r_y[i] + (r_x[i] >>> i);
                r_angleErrors[i+1] <= r_angleErrors[i] - w_cordicAngles[i];
            end else begin
                r_x[i+1] <= r_x[i] + (r_y[i] >>> i);
                r_y[i+1] <= r_y[i] - (r_x[i] >>> i);
                r_angleErrors[i+1] <= r_angleErrors[i] + w_cordicAngles[i];
            end
        end
    end
endgenerate
always @(negedge i_clk) begin
    o_xOut <= r_x[ITERATIONS];
    o_yOut <= r_y[ITERATIONS];
end
endmodule
```
==> run_results.csv <==
group,metric,value,unit
routing,vias,58000,
final_timing,max-slew-margin-rel,36.1,%
min_path,worst_hold_path_type,"reg2reg",
finish,post-route-util,44.9,%
placement,io_buffer_count,99,
clocking,tritoncts,"yes",
critical_path,max_stage_delay,0.45,ns
finish,drive_above_1_share,3.96,%
floorplan,rows,157,
final_timing,finalSetupTns,0,ns
synth,synth.avg_cell_area,8.58,um^2
finish,post-route-cell-area,82400,um^2
synth,netlist_area,73900,um^2
routing,wl_per_cell,14.0,um
grt,grt_pass1_wl,266000,um
finish,regArea,22800,um^2
routing,post-route-drc-count,0,
finish,combGateArea,48000,um^2
routing,drt_iter0_markers,2594,
synth,ys.flops,1123,
critical_path,cp_slowest_cell,"clkdlybuf4s50_1",
synth,yosysSeqAreaShare,30.9,%
synth,netlist_instances,8608,
run,warnings,93,
synth,ys_cells,8608,
floorplan,ios,100,
min_path,hp-start,"r_angleErrors[11][0]",
synth,synth-edff-count,0,
synth,yosysWarnings,4,
floorplan,core_area,183000,um^2
placement,dpl.hpwl,126000,um
critical_path,regToRegStartpoint,"r_x[16][2]",
grt,track_usage,17.3,%
clocking,root_buffer,"clkbuf_16",
critical_path,path_cells,"clkdlybuf4s50_1",
synth,synthArstFlopShare,5.88,%
finish,area_growth,11.5,%
finish,lay_top_cells,"dfxtp_1 (1,057), ha_1 (954), xnor2_1 (790), nor2_1 (770), a21oi_1 (679)",
clocking,cts_buffer_depth,3,
placement,pre_cts_ws,3.02,ns
outcome,run_status,"complete, no violations",
placement,place.gp.congestion,0.899,
critical_path,timing.rr.end,"o_xOut[2]",
grt,grt_pass1_vias,55000,
routing,routed_via_density,5.12,
final_timing,setup_ws,2.25,ns
clocking,cts.sinks,1123,
final_timing,tightest_slew,0.951,ns
run,maxCapViolCount,0,
clocking,clkTransAtPathRegs,0.06,ns
synth,synth_chip_area,73900,um^2
finish,fillers,17200,
synth,yosysUniqueCellTypes,103,
final_timing,maxSlewViolCount,0,
clocking,postCtsHoldBufs,0,
synth,ff_type,"dfxtp_1",
finish,lay_top_count,"dfxtp_1",
clocking,post-cts-setup-buffers,0,
grt,antenna_found_initial,0,
clocking,cts-resized-gates,0,
floorplan,die_h,432,um
critical_path,crit_arrival,7.83,ns
floorplan,dieArea,186000,um^2
final_timing,hold_viol_final,0,
grt,gr-total-overflow,0,
placement,placed_area,77600,um^2
critical_path,r2r_slack,5.86,ns
clocking,htree_levels,4,
grt,grt_max_degree,57,
routing,drt.antenna.violating_nets,0,
floorplan,fp.dieW,432,um
final_timing,fin_hold_ws,0.349,ns
clocking,numCtsBuffers,131,
critical_path,crit_path_end_kind,"primary output",
finish,final_cells,11300,
placement,dp.cells,11100,
min_path,hold_path_depth,0,
final_timing,setup_viol,0,
critical_path,crit_path_start_kind,"flip-flop",
final_timing,rsz0062_at_grt,"no",
critical_path,crit_family,"buffers and inverters",
clocking,clock.latency.late_pin,0.79,ns
final_timing,clock_skew,0.0347,ns
critical_path,cp_max_fo,1,
routing,routed_wl,158000,um
critical_path,reg2reg_depth,0,
routing,firstDrtPassIters,5,
floorplan,fp_util,40.3,%
critical_path,required,10.08,ns
critical_path,path_buffers,1,
critical_path,crit_type,"reg2out",
min_path,hold_end,"r_angleErrors[12][0]",
## flip-flops by register name, summed over array words and instances, names as in the netlist
signal,count
r_y,289
o_yOut,17
r_angleErrors,512
r_x,288
o_xOut,17
## how the worst max path moves through the flow
stage | start | endpoint | slack, ns | cells after the start
after CTS | o_yOut[5] | o_yOut[5] | 2.18 | 1
after global routing | o_yOut[7] | o_yOut[7] | 2.17 | 1
final | o_yOut[5] | o_yOut[5] | 2.25 | 1
## per-layer routing
metal,wire (um),part of all wire [%],GRT usage (%),vias to the layer above
li1,-,-,-,30800
met1,74300,47,23.9,26200
met2,75400,48,29.6,726
met3,5080,3.2,2.21,238
met4,3570,2.3,3.35,0
met5,0,0,0,-
## layout make-up
| type | instances | share of cell area (%) |
|---|---|---|
| Clock inverter | 95 | 1.23 |
| Antenna cell | 2 | 0.00608 |
| Sequential cell | 1123 | 27.7 |
| Inverter | 650 | 2.97 |
| Tap cell | 2464 | 3.74 |
| Clock buffer | 181 | 4.54 |
| Multi-Input combinational cell | 6682 | 58.3 |
| Timing Repair Buffer | 132 | 1.50 |
## cells in the mapped netlist, types with 173 or more instances
| master | number | area [um^2] |
|---|---|---|
| xor2_1 | 230 | 2010 |
| nor2_1 | 774 | 2910 |
| o21ai_0 | 519 | 2600 |
| dfxtp_1 | 1057 | 21200 |
| nand2_1 | 512 | 1920 |
| ha_1 | 954 | 11900 |
| a21o_1 | 207 | 1550 |
| inv_1 | 645 | 2420 |
| a21oi_1 | 679 | 3400 |
| nand3_1 | 173 | 866 |
| nor3_1 | 174 | 871 |
| xnor2_1 | 790 | 6920 |
## cell families (layout without fill, tap and decap cells)
family	count (synthesis)	count (layout)	synth area share (%)
other	0	2	0
xor gates and xnor gates	1023	1023	12.2
buffers and inverters	803	1058	4.12
adders and majority gates	1008	1008	17.5
muxes	35	35	0.505
and+or+nand+nor	2358	2358	15.2
DFF	1123	1123	30.9
AOI/OAI and AO/OA	2258	2258	19.6
