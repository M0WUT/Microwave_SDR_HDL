<file path="flow/run.sh">
#!/bin/bash
# OpenROAD 26Q1-2900-gdf79404cd8, Yosys 0.63+post, stock flow scripts
make -C /OpenROAD-flow-scripts/flow DESIGN_CONFIG=/design/flow/config.mk WORK_HOME=/design/flow/orfs finish
</file>
<file path="flow/config.mk">
export PLATFORM = sky130hd
export DESIGN_NAME = binary_to_bcd
export DESIGN_NICKNAME = binary_to_bcd
export VERILOG_FILES = /design/flow/design.v
export SDC_FILE = /design/flow/constraint.sdc
export NUM_CORES = 4
export LEC_CHECK = 1
export CORE_UTILIZATION = 50
</file>
<file path="flow/constraint.sdc">
current_design binary_to_bcd

set clk_period 11.6
set clk_io_pct 0.2

create_clock -name clk0 -period $clk_period [get_ports {i_clk}]

set non_clock_inputs [all_inputs -no_clocks]
set_input_delay [expr $clk_period * $clk_io_pct] -clock clk0 $non_clock_inputs
set_output_delay [expr $clk_period * $clk_io_pct] -clock clk0 [all_outputs]
</file>
<file path="flow/design.v">
`timescale 1ns / 1ps
`default_nettype none
module binary_to_bcd #(
    parameter INPUT_WIDTH = 37,
    parameter DECIMAL_DIGITS = 11
    )(
    input wire i_clk,
    input wire i_resetn,
    input wire [INPUT_WIDTH - 1 : 0] i_binary,
    output reg [(DECIMAL_DIGITS * 4) - 1 : 0] o_bcd
    ); 
reg [INPUT_WIDTH + 4 * DECIMAL_DIGITS - 1 : 0] r_shifter = 0;
reg[INPUT_WIDTH - 1 : 0] r_oldBinary = 0;
parameter s_IDLE = 0;
parameter s_SHIFTING = 1; 
parameter s_CHECKING = 2;
parameter s_DONE = 3;
reg [1:0] r_state = s_IDLE; 
reg [INPUT_WIDTH -1 : 0] r_bitsToShift = 0;
reg [$clog2(DECIMAL_DIGITS) : 0] r_digitsToCheck = 0;
always @(posedge i_clk or negedge i_resetn) 
begin 
    if(~i_resetn) begin
        r_state <= s_IDLE;
        r_oldBinary <= 0;
        r_bitsToShift <= 0;
        r_digitsToCheck <= 0;
        o_bcd = 0;
    end else begin
        case (r_state)
            s_IDLE: begin
                if (i_binary != r_oldBinary) begin
                    r_shifter <= i_binary;
                    r_state <= s_SHIFTING;
                    r_oldBinary <= i_binary;
                    r_bitsToShift <= INPUT_WIDTH - 1;
                end else begin
                    r_state <= s_IDLE;
                end
            end   
            s_SHIFTING: begin
                r_shifter <= r_shifter << 1;
                if(r_bitsToShift == 0) begin
                    r_state <= s_DONE;
                end else begin
                    r_digitsToCheck <= DECIMAL_DIGITS - 1;
                    r_bitsToShift <= r_bitsToShift - 1;
                    r_state <= s_CHECKING;
                end
            end   
            s_CHECKING: begin
                if(r_digitsToCheck == 0) begin
                    r_state <= s_SHIFTING;
                end else begin   
                    if(r_shifter[4 * (r_digitsToCheck - 1) + INPUT_WIDTH +: 4] > 4)
                        r_shifter[4 * (r_digitsToCheck - 1) + INPUT_WIDTH +: 4] <= r_shifter[4 * (r_digitsToCheck - 1) + INPUT_WIDTH +: 4] + 3;
                    r_digitsToCheck <= r_digitsToCheck - 1;
                end
            end   
            s_DONE: begin
                o_bcd <= r_shifter[INPUT_WIDTH +: (4 * DECIMAL_DIGITS)];
                r_state <= s_IDLE;
            end   
            default: begin
                r_state <= s_IDLE;
            end
        endcase
    end
end
endmodule
</file>
==> job_summary.md <==
## Synthesis and layout report

| Metric | Value |
|---|---|
| Fmax | `between 100 and 150 MHz` |
| Dpl cells | `1467` |
| Max Cap Viol | `0` |
| YS chip area | `12000 sq um` |
| Fillers | `between 1500 and 2000` |
| Die ar. | `24600 sq um` |
| Root buf cell | `clkbuf_16` |
| RSZ-0062 raised after global routing | `false` |
| Most common flop cell mapped by yosys | `dfrtp_1` |
| CTS tree | `yes` |
| Tool Warnings | `30` |
| Tcrit/Tclk final | `62.0%` |
| Hold path cells | `2` |
| Register share after synthesis | `between 40% and 50%` |
| Hold Buf Count CTS | `0` |
| R2r worst-path depth | `18` |
| Synth cell count leaders | `125 x dfrtp_1, 106 x nand2_1, 89 x mux2_2` |
| Fin Clk Skew | `about 0.025 ns` |
| Clk ins delay skew pair | `0.53 ns` |
| Fin crit period | `7.19 ns` |
| DRC errors left | `0` |
| P&R area growth vs syn | `15.2%` |
| Sink Count | `~200` |
| Clock transition at path regs | `0.06 ns` |
| Pin count of the biggest net entering global routing | `64` |
| Combinational Area | `between 6000 and 7000 sq um` |
| Setup TNS | `0 ns` |
| CTS max path bufs | `3` |
| Yosys stat cell total | `1127` |
| Gr usage total | `roughly a quarter` |
| Pre-CTS setup slack | `4.48 ns` |
| Warnings, synthesis | `1` |
| Power density cells | `110 nW/um^2` |
| CP Launch Type | `register` |
| Pwr Total | `around 1.5 mW` |
| First-pass GRT wire length | `47900 um` |
| Gr ovfl total | `0` |
| Outcome | `finished, final reports clean` |
| Non-Filler Instances | `~1500` |
| Cell taking the most area after synthesis | `dfrtp_1` |
| Final Max Slew Viols | `0` |
| Share of layout cells above drive strength 1 | `16.6%` |
| FP Core Util | `51.0%` |
| Vias in the first global route | `8682` |
| Critical path buffers and inverters | `4` |
| Data arrival, critical path | `7.34 ns` |
| Final Hold Vio Count | `0` |
| Mapped cell area | `roughly 12000 sq um` |
| Register area | `approximately 5600 sq um` |
| I/O pin count | `83` |
| Chip height | `between 150 and 200 um` |
| Initial antenna violation count | `0` |
| WL per Instance | `19.9 um` |
| EDFF count, synth | `81` |
| Iter 0 DRT Violations | `721` |
| Crit-path max cell delay | `0.81 ns` |
| Gate count of the mapped netlist | `1127` |
| Final-report setup violation count | `0` |
| Cell Chain, Critical Path | `buf_4 -> inv_1 -> ha_1 -> nor3b_2 -> nand2b_1 -> a211oi_1 -> a21oi_1 -> ha_1 -> nand2_1 -> nor4_1 -> a211oi_2 -> nand4b_2 -> ha_1 -> nor3_1 -> o21ai_0 -> a2111oi_4 -> buf_4 -> buf_4` |
| Top area cell types | `dfrtp_1 26%, edfxtp_1 20%, mux2_2 8.4%, mux4_2 3.8%, nand2_1 3.3%` |
| Worst Path Max Fanout | `44` |
| Vias per cell | `6.05` |
| Antenna Violating Nets Remaining | `0` |
| Final wirelength | `30000 um` |
| Syn avg cell area | `10.6 sq um` |
| Worst setup margin | `4.41 ns` |
| Number of buffers created by CTS | `23` |
| ANT cells | `0` |
| Min-delay src | `r_bitsToShift[36]` |
| Crit path launch | `r_digitsToCheck[0]` |
| Yosys cell types | `68` |
| R2R setup slack | `roughly 4.4 ns` |
| Setup CP Type | `reg2reg` |
| Flops after synth | `206` |
| Slew HR | `~46%` |
| FP Rows | `56` |
| Slew at the pin closest to its max-slew limit | `a little over 0.8 ns` |
| Count leader, synth | `dfrtp_1` |
| PortBufs | `roughly 82` |
| Vias | `9134` |
| Post-CTS Setup Repair Bufs | `0` |
| WP depth | `18` |
| Worst r2r src | `r_digitsToCheck[0]` |
| DIE WIDTH | `between 150 and 200 um` |
| Hpwl dp | `20100 um` |
| Crit path max-delay cell type | `a2111oi_4` |
| Core ar. | `23500 sq um` |
| DRT Pass-1 Iters | `5` |
| Worst endpoint required time | `between 10 and 15 ns` |
| Largest delay share family, worst path | `simple AND/OR/NAND/NOR gates` |
| Setup crit end kind | `register` |
| GPL Wtd Cong | `between 0.9 and 1` |
| Max VDD drop | `about 0.12 mV` |
| Post-synth ARST share | `roughly 60%` |
| H-Tree Depth | `1` |
| Post-CTS sizing | `0` |
| Leakage | `5.75 nW` |
| Area share, top type | `26.1%` |
| Hold Crit Class | `reg2reg` |
power by group:
part | total (mW) | leakage (nW) | internal, mW | switching, mW
clock network | 0.721 | 0.365 | 0.426 | 0.295
registers | 0.757 | 2.50 | 0.757 | 0
logic | 0.0416 | 2.89 | 0.0173 | 0.0243
layout make-up:
| cell class | count | area share (%) |
|---|---|---|
| Clock buffer | 30 | 4.83 |
| Clock inverter | 12 | 0.608 |
| Inverter | 20 | 0.544 |
| Multi-Input combinational cell | 816 | 43.5 |
| Sequential cell | 206 | 40.3 |
| Tap cell | 319 | 2.89 |
| Timing Repair Buffer | 106 | 7.27 |
logic make-up after synthesis:
kind of cell	Yosys count	synth area share [%]
flip-flops	206	46.4
XOR/XNOR	49	3.58
multiplexers	131	14.0
adder cells (fa/ha/maj)	16	1.67
buffers and inverters	105	3.64
AND/OR/NAND/NOR	353	15.3
AND-OR/OR-AND	267	15.3
final timing paths:
path                                      to
max                            r_shifter[50]
min                        r_bitsToShift[36]
max reg2reg                    r_shifter[50]
min reg2reg                r_bitsToShift[36]
max in group asynchronous          o_bcd[28]
min in group asynchronous  r_bitsToShift[22]
flip-flops by register name, indices dropped and copies added (netlist names):
| signal | count |
|---|---|
| o_bcd | 44 |
| r_shifter | 81 |
| r_state | 2 |
| r_digitsToCheck | 5 |
| r_bitsToShift | 37 |
| r_oldBinary | 37 |
worst min-delay path: stages (launching register included):
cell and delay [ns]:
dfrtp_1 0.36, nand2_1 0.05, nand2_1 0.05
stage by stage:
| stage | area (sq um) | hold slack [ns] | utilization (%) |
|---|---|---|---|
| 5_1_grt | 13800 | 0.506 | 58.7 |
| 3_3_place_gp | 13000 | 0.472 | 55.6 |
| 6_report | 13800 | 0.497 | 58.7 |
| 4_1_cts | 13800 | 0.492 | 58.7 |
| 3_5_place_dp | 13000 | 0.472 | 55.6 |
| 2_1_floorplan | 12000 | 0.446 | - |
placed cells by master, fill, tap and decap left out, drive strengths merged, types with 12 or more instances in the layout:
cell and count:
nor4 15, inv 21, dfrtp 125, mux2i 21, a22o 26, ha 16
or2 13, mux2 90, a32oi 22, o21ai 68, a22oi 13, nand2 106
or3 31, nor3 28, a31oi 24, xor2 12, buf 25, nand4 15
nand3 23, a21oi 39, xnor2 37, clkbuf 30, clkdlybuf4s50 81, nor2 61
mux4 20, edfxtp 81, o31ai 29
metal layers:
layer	wire length (um)	vias up	global-route usage, %
met4	683	0	5.23
met3	2040	39	5.72
met1	13600	4427	43.0
li1	-	4366	-
met5	0	-	0
met2	13600	302	39.1
Power is estimated from default activity; no workload was simulated.
