File: ./config.mk
export PLATFORM = sky130hd
export DESIGN_NAME = cic_filter
export DESIGN_NICKNAME = cic_filter
export VERILOG_FILES = /design/flow/design.v
export SDC_FILE = /design/flow/constraint.sdc
export NUM_CORES = 4
export LEC_CHECK = 1
export CORE_UTILIZATION = 50
File: ./constraint.sdc
current_design cic_filter

set clk_period 21.9
set clk_io_pct 0.2

create_clock -name clk0 -period $clk_period [get_ports {i_clk}]

set non_clock_inputs [all_inputs -no_clocks]
set_input_delay [expr $clk_period * $clk_io_pct] -clock clk0 $non_clock_inputs
set_output_delay [expr $clk_period * $clk_io_pct] -clock clk0 [all_outputs]
File: ./design.v
`timescale 1ns / 1ps
`default_nettype none
module cic_filter# (
INPUT_DATA_WIDTH = 16,
DECIMATION_RATIO_R = 2048,
NUMBER_OF_STAGES_N = 5,
OUTPUT_DATA_WIDTH = 16
)(
    input wire i_clk,
    input wire i_resetn,
    input wire signed [INPUT_DATA_WIDTH - 1 : 0] i_data,
    output wire o_clk,
    output reg signed [OUTPUT_DATA_WIDTH - 1 : 0] o_data
);
localparam DATA_WIDTH = INPUT_DATA_WIDTH + NUMBER_OF_STAGES_N * $clog2(DECIMATION_RATIO_R);
reg signed [DATA_WIDTH - 1 : 0] r_integratorData [NUMBER_OF_STAGES_N : 0];
reg signed [DATA_WIDTH - 1: 0] r_combData [NUMBER_OF_STAGES_N : 0];
reg signed [DATA_WIDTH - 1: 0] r_oldCombData [NUMBER_OF_STAGES_N : 0];
always @(negedge i_clk or negedge i_resetn) begin
    if(~i_resetn) begin
        r_integratorData[0] <= 0;
    end else begin
        r_integratorData[0] <= i_data;
    end
end
genvar i;
generate
    for(i = 0; i < NUMBER_OF_STAGES_N; i = i + 1) begin
        always @(posedge i_clk or negedge i_resetn) begin
            if(~i_resetn) begin
                r_integratorData[i+1] <= 0;
            end else begin
                r_integratorData[i+1] <= r_integratorData[i+1] + r_integratorData[i];
            end
        end
    end
endgenerate
reg [$clog2(DECIMATION_RATIO_R - 1) - 2: 0] r_clockCounter = 0;
wire w_slowClock;
assign w_slowClock = r_clockCounter[$clog2(DECIMATION_RATIO_R - 1) - 2];
always @(negedge i_clk or negedge i_resetn) begin
    if(~i_resetn) begin
        r_clockCounter <= 0;
    end else begin
        r_clockCounter <= r_clockCounter + 1;
    end
end
always @(posedge w_slowClock or negedge i_resetn) begin
    if(~i_resetn) begin 
        r_combData[0] <= 0;
    end else begin
        r_combData[0] <= r_integratorData[NUMBER_OF_STAGES_N];
    end
end
genvar j;
generate
    for(j = 0; j < NUMBER_OF_STAGES_N; j = j + 1) begin
        always @(posedge w_slowClock or negedge i_resetn) begin
            if (~i_resetn) begin
                r_combData[j+1] <= 0;
            end else begin
                r_combData[j+1] <= r_combData[j] - r_oldCombData[j];
                r_oldCombData[j] <= r_combData[j];
            end
        end
    end
endgenerate
always @(negedge w_slowClock or negedge i_resetn) begin
    if(~i_resetn) begin
        o_data <= 0;
    end else begin
        o_data <= r_combData[NUMBER_OF_STAGES_N][(DATA_WIDTH - 1) -: 32];
        r_oldCombData[NUMBER_OF_STAGES_N] <= r_combData[NUMBER_OF_STAGES_N];
    end
end
assign o_clk = w_slowClock;
endmodule
File: ./run.sh
#!/bin/bash
# OpenROAD 26Q1-2900-gdf79404cd8, Yosys 0.63+post, stock flow scripts
make -C /OpenROAD-flow-scripts/flow DESIGN_CONFIG=/design/flow/config.mk WORK_HOME=/design/flow/orfs finish
==> flow_summary.ini <==
; flow metrics
[power]
power.density_mw_per_mm2 = 107
irDropWorstVdd_mv = 0.0785
p_sw_mw = 2.83
p_leak_nw = 25.2
cell_internal_pwr_mw = 3.07
power_frac_comb_pct = 70.9
swShare_pct = 48.0
p_clk_share_pct = 9.5
power_frac_seq_pct = 19.6

[clocking]
cts_root_buf = clkbuf_16
clk_pin_slew_ps = 40
cts-hold-fix-buffers = 0
tritoncts = done
ctsResizeCount = 0
h-tree-depth = 1
clk_latency_ps = 600
clockBufferDepth = 3
post-cts-setup-buffers = 0
cts-buffers-inserted = 31

[route]
first_iter_violations = 1603
wl_per_cell_um = 14.3
dr.pass1.iters = 5
vias = 35340
drc = 0
wl_mm = 93.7
postRouteAntennaNets = 0
antenna_cells = 0
drt-vias-per-instance = 5.40

[worst_setup_path]
cp_num_cells = 1
critPathBufInv = 1
path_cells = clkdlybuf4s50_1
critPathLaunch = r_clockCounter[9]
required_ps = 17520
cp_top_family = buffers and inverters
crit_arrival_ps = 12370
start_kind = flop
critical_path.max_stage_delay_ps = 450
cp_max_fo = 2
r2r_start = r_integratorData[0][15]
crit_slowest_cell = clkdlybuf4s50_1
setup.worst_path.end_class = primary output
reg2reg_depth = 13
critPathKind = flop to primary output

[yosys]
ys_cells = 5174
synth.distinct_cells = 94
avgSynthCellArea_um2 = 10.1
yosysChipArea_mm2 = 0.0524
edf_count = 275
yosysWarnings = 4
ys_seq_elements = 883
ys_seq_share_pct = 44.8
netlist_area_mm2 = 0.0524
netlist_instances = 5174
flop_cell = dfrtp_1
synthArstFlopShare_pct = 68.9

[placement]
io_buffers = 34
place_inst = 6486
gp_congestion = 0.939
hpwl_mm = 76.0

[job]
drv_cap = 0
warning_count = 30

[sta]
untimed_endpoints = 873
tightest_slew_ps = 979
maxSlewHeadroom_pct = 34.0
slew_viol_final = 0
setup_viol = 0
unclocked_regs = 582
rsz0062_at_grt = no
final-hold-violation-count = 0
skew_ps = 35.5

[floorplan]
die_area_mm2 = 0.106
rows = 118
die_x_um = 326
core_area_mm2 = 0.104
die_h_um = 326
io_pins = 35
fp_util_pct = 50.6

[hold_path]
worstHoldStart = r_clockCounter[0]
whs_path_depth = 1
hp-class = flop to flop

[finish]
final_util_pct = 53.3
area_delta_synth_final_pct = 5.43
drive_gt1_share_pct = 2.29
layoutNonFillerInstCount = 6543

[global_routing]
gr-total-overflow = 0
grt_pass1_wl_mm = 162
grt_max_degree = 133
grt_usage_pct = 19.0
antenna_found_initial = 0
grt_pass1_vias = 34455

[run_status]
status = completed
-- layout make-up --
cell class | count | area (um2)
clock buffer | 49 | 943
clock inverter | 8 | 141
fill | 8984 | 48400
inverter | 404 | 1520
multi-input combinational | 3763 | 26900
sequential | 883 | 23500
tap | 1380 | 1730
timing repair buffer | 56 | 523
-- synth_stat cells (10+ instances only) --
cell,number,area [um2]
clkbuf_1,115,432
o41ai_1,10,87.6
edfxtp_1,275,8260
o21ai_0,289,1450
and4_1,15,131
and3_1,50,313
dfrtp_1,566,14200
or3_1,19,119
xor2_1,169,1480
nor2b_1,70,438
nand2b_1,55,344
nand3_1,96,480
nor3_1,59,295
a211oi_1,42,315
ha_1,540,6760
and2_1,14,87.6
a21o_1,326,2450
o21a_1,68,510
nand2_1,298,1120
o211ai_1,25,188
inv_1,404,1520
nand4_1,99,619
a31o_2,13,114
o31a_1,15,131
o31ai_1,32,240
nor2_1,261,980
xnor2_1,315,2760
dfrtn_1,42,1050
a21boi_0,15,113
a31oi_1,61,382
a221oi_1,16,140
a21oi_1,553,2770
o21bai_1,65,488
-- worst paths after layout --
check	end	slack (ps)
worst max-delay path	o_clk	5150
worst min-delay path	r_clockCounter[0]	360
worst max register to register	r_integratorData[1][54]	6840
worst min register to register	r_clockCounter[0]	360
max in group asynchronous	r_integratorData[0][14]	6250
min in group asynchronous	r_integratorData[5][33]	3770
-- per-stage QoR --
step           power [mW]  TNS (ps)  cell area [um2]  hold slack (ps)  setup WS (ps)
3_3_place_gp         5.31         0            54200              353           5550
5_1_grt              6.50         0            55200              386           5080
4_1_cts              5.92         0            55200              361           5100
3_5_place_dp         5.31         0            54200              361           5550
2_1_floorplan        4.45      -248            52400              330           -248
6_report             5.90         0            55200              358           5150
-- layer usage --
metal	vias up	GRT usage, %	routed length [um]
li1	18690	-	-
met1	16119	28.2	43400
met2	392	32.3	46100
met3	139	1.28	1760
met4	0	4.17	2410
met5	-	0	0
-- cells by family (layout without fill, tap and decap cells) --
| group | after synthesis | in the layout | share of synthesized area [%] |
|---|---|---|---|
| mux | 1 | 1 | 0.0215 |
| flops | 883 | 883 | 44.8 |
| fa+ha+maj | 549 | 549 | 13.2 |
| simple gates | 1077 | 1077 | 9.98 |
| xor+xnor | 484 | 484 | 8.09 |
| buf+inv | 528 | 517 | 3.83 |
| compound gates | 1652 | 1652 | 20.0 |
-- power groups by stage --
stage | registers, mW | logic, mW | clock network [mW]
6_report | 1.15 | 4.18 | 0.558
5_1_grt | 1.19 | 4.71 | 0.601
4_1_cts | 1.16 | 4.18 | 0.579
-- placed cells by master, fill, tap and decap left out, types with 50 or more instances in the layout --
cell,instances
dfrtp_1,566
a21oi_1,553
ha_1,540
inv_1,404
a21o_1,326
xnor2_1,315
nand2_1,298
o21ai_0,289
edfxtp_1,275
nor2_1,261
xor2_1,169
nand4_1,99
nand3_1,96
nor2b_1,70
o21a_1,68
o21bai_1,65
a31oi_1,61
nor3_1,59
nand2b_1,55
and3_1,50
-- registers in the layout, summed over array words and instances (netlist names) --
| name | flops |
|---|---|
| r_clockCounter | 10 |
| r_combData | 291 |
| r_oldCombData | 275 |
| o_data | 16 |
| r_integratorData | 291 |
Power is estimated from default activity; no workload was simulated.
